===== /design/flow/constraint.sdc =====
current_design ALUControl

set clk_period 1.7
set clk_io_pct 0.2

create_clock -name clk0 -period $clk_period

set non_clock_inputs [all_inputs -no_clocks]
set_input_delay [expr $clk_period * $clk_io_pct] -clock clk0 $non_clock_inputs
set_output_delay [expr $clk_period * $clk_io_pct] -clock clk0 [all_outputs]

===== /design/flow/run.sh =====
#!/bin/bash
# OpenROAD 26Q1-2900-gdf79404cd8, Yosys 0.63+post, stock flow scripts
make -C /OpenROAD-flow-scripts/flow DESIGN_CONFIG=/design/flow/config.mk WORK_HOME=/design/flow/orfs finish

===== /design/flow/design.v =====
module ALUControl (
    input wire [1:0] ALUOp,
    input wire [5:0] funct,
    input wire [5:0] op_code,
    output reg [3:0] code
);
always @(*) begin
    case (ALUOp)
    2'b00: code = 4'b0000;
    2'b01: code = 4'b0110;
    2'b10: begin
        case (funct)
        6'b100000: code = 4'b0010;
        6'b100010: code = 4'b0110;
        6'b100100: code = 4'b0000;
        6'b100101: code = 4'b0001;
        6'b101010: code = 4'b0111;
        default: code = 4'b1111;
        endcase
    end
    2'b11: begin
        case (op_code)
        6'b001100: code = 4'b0000;  
        6'b001101: code = 4'b0001;  
        6'b001010: code = 4'b0111;  
        default: code = 4'b1111;
    endcase
    end
    endcase
end
endmodule

===== /design/flow/config.mk =====
export PLATFORM = sky130hd
export DESIGN_NAME = ALUControl
export DESIGN_NICKNAME = ALUControl
export VERILOG_FILES = /design/flow/design.v
export SDC_FILE = /design/flow/constraint.sdc
export NUM_CORES = 4
export LEC_CHECK = 1
export CORE_AREA = 10 10 70 70
export DIE_AREA = 0 0 80 80

==> ci_impl_report.md <==
## PnR job results

| Metric | Value |
|---|---|
| Clock power share | `0%` |
| Buf/Inv on CP | `3` |
| Mapped Area | `146 um2` |
| RSZ-0062 raised after global routing | `no` |
| Power Total | `0.0676 mW` |
| Worst setup margin | `0.0611 ns` |
| Syn Area/Cell | `7.32 um2` |
| Arrival @ worst endpoint | `1.30 ns` |
| Vias in the first global route | `282` |
| Routed WL per cell | `9.21 um` |
| Yosys synthesis chip area | `146 um2` |
| Die Size | `0.00640 mm2` |
| Worst-Margin Slew | `0.179 ns` |
| Logic pwr share | `100.0%` |
| Hold Path Depth | `4` |
| Register share after synthesis | `0%` |
| Max stage delay on crit path | `0.24 ns` |
| Crit start category | `primary input` |
| First-pass GRT wire length | `1.25 mm` |
| Drt total wl | `820 um` |
| PwrDens | `160 mW/mm2` |
| Logic area | `171 um2` |
| Cell taking the most area after synthesis | `nor3b_4` |
| Cell area leaders | `nor3b_4 13%, o21ai_0 10%, nor3b_1 10%, and4bb_1 8.5%, o2111a_2 8.5%` |
| Final setup vio count | `0` |
| Via/cell ratio | `2.71` |
| Worst setup EP type | `output pin` |
| Hold_buf cts | `0` |
| Largest net degree at the start of global routing | `6` |
| Cell Type Count | `15` |
| Port buffer count | `18` |
| Most instantiated logic cell after routing | `dlygate4sd2_1` |
| Die height | `80 um` |
| Fillers | `397` |
| I/O pin count | `18` |
| Leak | `0.185 nW` |
| CP max FO | `3` |
| Global route overflow | `0` |
| FP Util | `4.29%` |
| Core ar. | `0.00342 mm2` |
| Worst vdd rail ir drop | `15.2 uV` |
| Hold path startpoint | `op_code[0]` |
| Max-slew headroom | `88.1%` |
| Commonest cells after routing, fill and taps aside | `11 x dlygate4sd2_1, 5 x buf_2, 3 x buf_4` |
| Peak Freq | `0.610 GHz` |
| Layout cells sized above 1 | `41.9%` |
| WP data required | `1.36 ns` |
| Hold path endpoint | `code[0]` |
| Violation count after the first detailed-route iteration | `2` |
| Post-synthesis cell count | `20` |
| P_sw | `0.0246 mW` |
| Chip width | `80 um` |
| Class of the worst hold path | `in2out` |
| Post-Place Setup Slack | `-0.622 ns` |
| Sequential Power Share | `0%` |
| # Cells Yosys | `20` |
| Area grow syn2layout | `188%` |
| Clk_buf instances | `0` |
| Status | `finished, final reports clean` |
| Sw Ratio | `36.4%` |
| Detail Route Antenna Nets | `0` |
| # placed instances | `86` |
| Non-filler instance count after layout | `89` |
| Tool warnings | `32` |
| FF+latch area | `0 um2` |
| Tmin final | `1.64 ns` |
| Vias | `241` |
| Worst path slowest cell | `o2111a_2` |
| Hpwl dp | `699 um` |
| Worst path most repeated cell | `buf_2` |
| Final Hold Violating Endpoints | `0` |
| Largest delay share family, worst path | `simple AND/OR/NAND/NOR gates` |
| Initial antenna violation count | `0` |
| Maxcap violations | `0` |
| DRC viols | `0` |
| # rows | `21` |
| Cell Int Power | `0.0429 mW` |
| Final period util | `96.4%` |
| Pins Over Slew Limit | `0` |
| Sequence of cells on the critical path | `buf_2, buf_6, nor3b_4, o2111a_2, and3b_1, buf_2` |
| Warnings from Yosys | `1` |
| Top-area cell share | `12.8%` |
| FF+latch count | `0` |
| First-pass detailed-route iteration total | `2` |
| Final core area utilization | `12.3%` |
| Ant diodes | `0` |
| Routability cong. | `0.766` |
| GRT Total Usage | `2.31%` |
| Crit Path Category | `in2out` |
-- cells by family after synthesis --
kind of cell           synth area share [%]
AND-OR/OR-AND                          31.6
AND/OR/NAND/NOR                        65.8
buffers and inverters                  2.56
-- cell type report --
cell class / instances / area share, %
inverters: 1 / 0.890
repair buffers: 23 / 44.8
well taps: 46 / 13.6
multi-input cells: 19 / 40.7
-- per-stage QoR --
stage / TNS (ns) / hold WS (ns) / area (um2)
after CTS: 0 / 1.19 / 418
after global placement: -2.39 / 1.70 / 399
after detailed placement: -2.39 / 1.70 / 399
after floorplan: 0 / 0.746 / 146
final: 0 / 1.18 / 422
after global routing: 0 / 1.21 / 422
-- synth_stat cells, drive strengths merged --
cell type / number
inv: 1
nor2b: 1
nand2b: 1
nand3: 2
nand2: 2
and4bb: 1
o21ai: 3
and3b: 1
nand3b: 1
o311a: 1
nor2: 1
a31o: 1
o2111a: 1
nor3b: 3
-- worst max-delay path by stage --
stage                    start  endpoint  cells past startpoint
after CTS             funct[4]   code[3]                      5
after global routing  ALUOp[0]   code[3]                      6
final                 ALUOp[0]   code[3]                      6
-- tightest hold or removal path: cells and delay by family --
| family | cells | cell delay [ns] |
|---|---|---|
| buf+inv | 2 | 0.21 |
| compound gates | 1 | 0.16 |
| simple gates | 1 | 0.13 |
-- repair_timing --
item                                    in CTS  in global routing
pin swaps                                    7                  5
setup buffers                                3                  0
cloned                                       0                  0
endpoints found under the setup margin       4                  4
gates resized                               40                  3
-- power groups by stage --
| stage | Clock (mW) | Sequential (mW) | Combinational [mW] |
|---|---|---|---|
| finish | 0 | 0 | 0.0676 |
| CTS | 0 | 0 | 0.0687 |
| global route | 0 | 0 | 0.0742 |
-- metal layers --
metal / share of wire (%) / up-vias / track usage, %
li1: - / 125 / -
met1: 44 / 105 / 2.83
met2: 45 / 11 / 4.09
met3: 11 / 0 / 0.682
met4: 0 / 0 / 0
met5: 0 / - / 0
Power and IR drop assume default switching activity.
